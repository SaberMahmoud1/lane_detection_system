==> /design/flow/design.v <==
module FIFO #(parameter FIFO_WIDTH = 32,
  parameter FIFO_DEPTH = 8
  )(
  input clk,
  input rst_n,
  input wr_en,
  input rd_en,
  input [FIFO_WIDTH-1:0] data_in,
  output reg [FIFO_WIDTH-1:0] data_out,
  output full,
  output  empty, 
  output reg wr_ack,
  output reg rd_ack,
  output reg [$clog2(FIFO_DEPTH):0] count
  );
  reg [FIFO_WIDTH-1:0] mem [FIFO_DEPTH-1:0];
  reg [$clog2(FIFO_DEPTH)-1:0] wr_ptr, rd_ptr;
  always_ff @(posedge clk, negedge rst_n) begin
    if (!rst_n) begin
      wr_ptr <= 0;
      wr_ack <= 0;
      count  <= 0;
      rd_ptr <= 0;
      rd_ack <= 0;
    end else if(wr_en  && (rd_en && count != 0))begin
      mem[wr_ptr] <= data_in;
      data_out    <= mem[rd_ptr];
      wr_ack      <= 1;
      rd_ack      <= 1;
      wr_ptr      <= (wr_ptr + 1) % FIFO_DEPTH;
      rd_ptr      <= (rd_ptr + 1) % FIFO_DEPTH;
    end
    else if (wr_en && (count < FIFO_DEPTH)) begin
      mem[wr_ptr] <= data_in;
      wr_ack <= 1;
      rd_ack<=0;
      wr_ptr <=(wr_ptr + 1) % FIFO_DEPTH;
      count <= count + 1;
    end else if(rd_en && count != 0) begin 
      data_out <= mem[rd_ptr];
      rd_ack<=1;
      wr_ack<=0;
      rd_ptr <= (rd_ptr + 1) % FIFO_DEPTH;
      count <= count - 1;
    end else begin
      wr_ack <= 0;
      rd_ack<=0;
    end
  end
  assign full = (count == FIFO_DEPTH) ? 1 : 0;
  assign empty = (count == 0) ? 1 : 0;
endmodule
==> /design/flow/run.sh <==
#!/bin/bash
# OpenROAD 26Q1-2900-gdf79404cd8, Yosys 0.63+post, stock flow scripts
make -C /OpenROAD-flow-scripts/flow DESIGN_CONFIG=/design/flow/config.mk WORK_HOME=/design/flow/orfs finish
==> /design/flow/config.mk <==
export PLATFORM = sky130hd
export DESIGN_NAME = FIFO
export DESIGN_NICKNAME = FIFO
export VERILOG_FILES = /design/flow/design.v
export SDC_FILE = /design/flow/constraint.sdc
export NUM_CORES = 4
export LEC_CHECK = 1
export CORE_UTILIZATION = 30
==> /design/flow/constraint.sdc <==
current_design FIFO

set clk_period 8.2
set clk_io_pct 0.2

create_clock -name clk0 -period $clk_period [get_ports {clk}]

set non_clock_inputs [all_inputs -no_clocks]
set_input_delay [expr $clk_period * $clk_io_pct] -clock clk0 $non_clock_inputs
set_output_delay [expr $clk_period * $clk_io_pct] -clock clk0 [all_outputs]
==> flow_summary.toml <==
# generated from flow reports
[yosys]
ys.warnings.count = 2
most_common_cell = "edfxtp_1"
synth_seq_share_pct = 78.41
syn_avg_cell_area_um2 = 17.80
flop_cell = "edfxtp_1"
synth-edff-count = 288
ys.flops = 300
top_cells_by_count = "edfxtp_1, nand2_1, mux2_2, nor2_1, a222oi_1"
synth_area_mm2 = 0.01141
synth_cell_types = 44
yosys-stat-area_mm2 = 0.01141
synth_cells = 641
top_cells_by_area = "edfxtp_1, mux2_2, a222oi_1, dfrtp_1, a41oi_1"
yosysCellCount = 641
yosysTopAreaCell = "edfxtp_1"
synth_async_sr_flop_share_pct = 4.000
top_cell_area_share_pct = 75.78

[critical_path]
cp_cell_sequence = "or3_1 > nor2_1 > clkdlybuf4s50_1"
cp_top_family = "simple AND/OR/NAND/NOR gates"
arrival_ns = 2.11
slowest_stage = "or3_1"
rr_startpoint = "rd_ptr[0]$_DFFE_PN0P_"
cp-end-kind = "output port"
path_buffers = 1
critPathRequiredTime_ns = 6.56
worstSetupPathType = "reg2out"
critPathMaxFanout = 7
startpoint_type = "register"
critPathMaxStageDelay_ns = 0.52
startpoint = "count[0]$_DFFE_PN0P_"

[final_timing]
finalHoldViolCount = 0
max_freq_mhz = 266.5
rsz0062_at_grt = "no"
min_period_ns = 3.753
fin_setup_tns_ns = 0
fin_crit_sh_pct = 45.77
clock_skew_ns = 0.006431
drv_slew = 0
slew_headroom_pct = 47.81
setup_viol = 0
tightestPinTransition_ns = 0.7813

[grt]
gr-usage-all-layers_pct = 12.46
grt_max_degree = 61
antenna_found_initial = 0
grt-ovfl-total = 0
grt_pass1_vias = 6263
grt_pass1_wl_um = 34430

[clock_network]
clock_sinks = 300
cts_root_buffer = "clkbuf_16"
hold_buffers = 0
cts_resized = 0
cts_post_setup_buffers_inserted = 0
numCtsBuffers = 30
cts_tree = "yes"
clock_latency_ns = 0.54
htreeDepth = 1
clk_path_buf_depth = 3
path_clk_slew_ns = 0.06

[floorplan]
fp-row-count = 71
die_h_um = 197.0
dieArea_mm2 = 0.03882
fp_util_pct = 30.37
io_pins = 76
die_w_um = 197.0
core_mm2 = 0.03758

[routing]
wl_met2_um = 10920
remaining_drc_errors = 0
diodes = 0
wl_met3_um = 2489
drtAntennaViolNets = 0
routedWlPerCell_um = 17.68
wl_met1_um = 8358
vias_per_cell = 4.648
top_layer_used = "met4"
via_count = 5828
first_pass_iters = 5
drt_iter0_drc = 361
wl_um = 22170

[placed_design]
io_buffers = 75
gp_congestion = 0.7893
dp_hpwl_um = 12770

[min_path]
min-delay-start = "rd_ptr[2]$_DFFE_PN0P_"
hold_class = "reg2reg"

[power]
leakage_nw = 4.376
peakVddDrop_uv = 253.3
p_total_mw = 4.373
powerDensity_mw_per_mm2 = 320.6

[layout]
fill_cells = 3428
drive_above_1_share_pct = 16.29
area_delta_synth_final_pct = 19.52

[status]
status = "complete, no violations"

[run]
maxCapViolations = 0
warning_count = 33
[final cells by class]
class                   count  area (µm²)  share of cell area, %
inverters                  13       48.80                 0.3578
clock buffers              40       809.5                  5.935
well taps                 511       639.4                  4.688
flip-flops and latches    300        8950                  65.62
multi-input cells         290        2233                  16.37
clock inverters            10       95.09                 0.6972
repair buffers             90       863.3                  6.330
[routing by layer]
metal / track usage [%] / vias to the layer above
li1: - / 2728
met1: 15.13 / 2847
met2: 19.98 / 225
met3: 7.265 / 28
met4: 2.125 / 0
met5: 0 / -
[cell usage in the layout (no fill, tap or decap), types with 12 or more instances in the layout]
master,Yosys,final
a222oi_1,32,32
buf_4,1,15
edfxtp_1,288,288
clkdlybuf4s50_1,0,75
a41oi_1,28,28
mux2_2,49,49
nor2_1,34,33
inv_1,12,12
ha_1,14,14
nand2_1,64,64
clkbuf_16,0,31
[tightest hold or removal path: cells and delay by family, from the launching register on]
kind            cells  cell delay [ns]
flops               1             0.37
compound gates      1             0.07
simple gates        1             0.04
[power breakdown]
part | switching, mW | total [mW] | internal (mW)
Combinational | 0.648 | 1.16 | 0.513
Clock | 0.514 | 1.26 | 0.745
Sequential | 0.0638 | 1.95 | 1.89
[final timing paths]
check | depth (start not counted) | slack, ns | endpoint
max in group asynchronous | 1 | 6.26 | rd_ptr[2]$_DFFE_PN0P_
setup / recovery | 3 | 4.45 | full
min in group asynchronous | 1 | 1.49 | wr_ptr[0]$_DFFE_PN0N_
hold reg to reg | 2 | 0.52 | rd_ptr[2]$_DFFE_PN0P_
setup reg to reg | 5 | 5.34 | data_out[5]$_DFFE_PP_
hold / removal | 2 | 0.52 | rd_ptr[2]$_DFFE_PN0P_
[cell families (layout without fill, tap and decap cells)]
group                      after synthesis  after routing  share of synthesized area [%]
muxes                                   54             54                          5.449
adders and majority gates               15             15                          1.710
and+or+nand+nor                        116            116                          4.397
buffers and inverters                   51            153                          2.171
DFF                                    300            300                          78.41
xor gates and xnor gates                 3              3                         0.2303
AOI/OAI and AO/OA                      102            102                          7.631
[through the flow]
step                      instance area [µm²]  hold WS (ns)  utilization (%)  setup slack (ns)  instances
after floorplan                         11410        0.5156                -             4.374        641
after global placement                  12730        0.5098            33.89             3.998       1204
after detailed placement                12730        0.5151            33.89             3.899       1204
after CTS                               13640        0.5276            36.30             4.414       1254
after global routing                    13640        0.5644            36.30             4.318       1254
final                                   13640        0.5196            36.30             4.447       1254
[flip-flops by register name, indices dropped and copies added, names as in the netlist]
signal    flops
wr_ptr        3
rd_ack        1
data_out     32
mem         256
rd_ptr        3
count         4
wr_ack        1
