File: run.sh
#!/bin/bash
# OpenROAD 26Q1-2900-gdf79404cd8, Yosys 0.63+post, stock flow scripts
make -C /OpenROAD-flow-scripts/flow DESIGN_CONFIG=/design/flow/config.mk WORK_HOME=/design/flow/orfs finish
File: config.mk
export PLATFORM = sky130hd
export DESIGN_NAME = edge_detection
export DESIGN_NICKNAME = edge_detection
export VERILOG_FILES = /design/flow/design.v
export SDC_FILE = /design/flow/constraint.sdc
export NUM_CORES = 4
export LEC_CHECK = 1
export CORE_UTILIZATION = 40
File: constraint.sdc
current_design edge_detection

set clk_period 10.1
set clk_io_pct 0.2

create_clock -name clk0 -period $clk_period [get_ports {clk}]

set non_clock_inputs [all_inputs -no_clocks]
set_input_delay [expr $clk_period * $clk_io_pct] -clock clk0 $non_clock_inputs
set_output_delay [expr $clk_period * $clk_io_pct] -clock clk0 [all_outputs]
File: design.v
module edge_detection #(
    parameter THRESHOLD1      = 9500,
    parameter THRESHOLD2      = 55000
) (
    input  logic               clk,
    input  logic               rst_n,
    input  logic signed [11:0] Gx,
    input  logic signed [11:0] Gy,
    output logic               result1,
    output logic               result2
);
    logic signed [23:0] Gx_sq, Gy_sq;
    always_ff @(posedge clk or negedge rst_n) begin
        if (!rst_n) begin
            Gx_sq <= 0;
            Gy_sq <= 0;
        end else begin
            Gx_sq <= Gx * Gx;
            Gy_sq <= Gy * Gy;
        end
    end
    logic [24:0] magnitude_squared;
    always_comb begin
        magnitude_squared = Gx_sq + Gy_sq;
        result1 = (magnitude_squared > THRESHOLD1);
        result2 = (magnitude_squared > THRESHOLD2);
    end
endmodule
==> qor.csv <==
metric,value,unit
synth_area_per_cell,9.26,sq um
numPortBuffers,27,
outcome,finished clean,
die_width,180,um
crit_fanout,13,
fp_util,41.1,%
final.period_utilization,78.1,%
rsz0062_at_grt,false,
synthToLayoutAreaGrowth,6.43,%
first_pass_iters,7,
gp_congestion,0.895,
via_per_inst,4.78,
relSlewSlack,55.7,%
placed_area,0.0133,sq mm
ys_types,78,
grt_usage,14.9,%
netlist_area,0.0127,sq mm
hold_ws,1.81,ns
critPathCaptureType,flip-flop,
postCtsSetupRepairBufs,0,
grt_pass1_vias,8948,
diodes,0,
setup_ws,2.21,ns
drtIter0Drc,340,
io_pins,28,
rows,64,
post-route-drc-count,0,
syn-instance-count,1371,
synth_stat.cells,1371,
startpoint_type,primary input,
drv_cap,0,
ys_chip_area,0.0127,sq mm
slowest_stage,clkdlybuf4s50_1,
vias,8479,
path_class,primary input to flip-flop,
use_met3,1.85,%
edf_count,0,
async_flop_share,100,%
grt_max_degree,47,
root_buffer,clkbuf_16,
grt_pass1_wl,38.6,mm
cts_hold_buf,0,
tightest_slew,0.656,ns
drt.antenna.violating_nets,0,
fin_tns_setup,0,ns
crit_chain,"clkdlybuf4s50_1, inv_1, nor2_1, fa_1, inv_1, fa_1, inv_1, fa_1, fa_1, inv_1, fa_1, inv_1, ha_1, o41ai_1, o21ai_0, o41ai_1, o21bai_1, xor2_1",
finalSetupViolations,0,
hold_path_class,primary input to async pin,
dp_hpwl,18.4,mm
ys_seq_share,9.07,%
hold_violations,0,
post_drt_wl_per_cell,11.6,um
critPathRequiredTime,10.27,ns
slowest_delay,0.63,ns
layout-drive-gt1-share,2.61,%
ys_ff,46,
cts_tree,yes,
ys_warn_count,1,
grt_use_met1,22.1,%
final_area,0.0135,sq mm
cts_made_buffers,5,
coreArea,0.0309,sq mm
clock-sinks,46,
routed_wl,20.6,mm
grt_antenna_before_repair,0,
die_y,180,um
max_freq,127,MHz
path_buffers,6,
ys_dominant_reg_cell,dfrtp_1,
path_clk_slew,0.06,ns
cts_buffer_depth,2,
place_ws,1.91,ns
grt-ovfl-total,0,
chipArea,0.0325,sq mm
cp_top_family,adder cells,
warnings,32,
cts_resized,0,
period_minus_slack,7.89,ns
use_met2,25.5,%
cp_data_arrival_time,8.05,ns
grt-busiest-layer,met2,
drv_slew,0,
htreeDepth,2,
## layout by cell type, fill, tap and decap left out, types with 25 or more instances in the layout
cell             instances
a21oi_1                 25
and2_1                  81
nor2_1                  70
inv_1                  402
clkdlybuf4s50_1         26
fa_1                   251
xnor2_1                 49
nand2_1                 67
dfrtp_1                 46
ha_1                   134
## how the worst max path moves through the flow
stage,endpoint,cells after the start,slack [ns],startpoint
after CTS,Gx_sq[18]$_DFF_PN0_,18,2.20,Gx[11]
after global routing,Gx_sq[18]$_DFF_PN0_,18,1.80,Gx[11]
final,Gx_sq[18]$_DFF_PN0_,18,2.21,Gx[11]
## registers in the layout, indices dropped and copies added, names as in the netlist
signal  count
Gy_sq      23
Gx_sq      23
## cells by family (layout without fill, tap and decap cells)
kind of cell / count (synthesis) / in the layout / share of synthesized area, %
XOR/XNOR: 65 / 65 / 4.48
AND/OR/NAND/NOR: 307 / 307 / 12.4
buffers and inverters: 431 / 439 / 12.9
AND-OR/OR-AND: 130 / 130 / 7.78
multiplexers: 6 / 6 / 0.493
adder cells (fa/ha/maj): 386 / 386 / 52.9
flip-flops: 46 / 46 / 9.07
## through the flow
stage	cells	utilization (%)
CTS	1775	43.7
finish	1775	43.7
detailed placement	1767	43.2
global route	1775	43.7
global placement	1767	43.2
floorplan	1371	-
## layer usage
layer / part of all wire, % / up-vias / wire length [um]
met4: 0.55 / 0 / 114
li1: - / 4148 / -
met1: 46 / 4229 / 9390
met3: 3.0 / 15 / 615
met2: 51 / 87 / 10500
met5: 0 / - / 0
## Yosys cell counts, types with 4 or more instances
cell type,n,share of area [%]
o41ai_1,4,0.28
o21ai_0,20,0.79
nor3_1,20,0.79
a21oi_1,25,0.99
o21a_1,5,0.30
xnor2_1,49,3.4
ha_1,134,13
o21bai_1,5,0.30
a21o_1,13,0.77
nand3_1,12,0.47
mux2i_1,4,0.32
a31oi_1,4,0.20
fa_1,251,40
nor2_1,70,2.1
and3_1,9,0.44
and2_1,81,4.0
nor2b_1,9,0.44
nand2b_1,13,0.64
dfrtp_1,46,9.1
or2_2,5,0.25
xor2_1,16,1.1
nand2_1,67,2.0
o211ai_1,6,0.35
inv_1,402,12
clkbuf_1,25,0.74
## area by class of cell
| type | count | area (sq um) |
|---|---|---|
| repair buffers | 28 | 273 |
| clock buffers | 5 | 125 |
| well taps | 396 | 495 |
| flip-flops and latches | 46 | 1150 |
| inverters | 403 | 1510 |
| clock inverters | 3 | 45.0 |
| fillers | 2992 | 17400 |
| multi-input cells | 894 | 9910 |
