`./run.sh`:
```
#!/bin/bash
# OpenROAD 26Q1-2900-gdf79404cd8, Yosys 0.63+post, stock flow scripts
make -C /OpenROAD-flow-scripts/flow DESIGN_CONFIG=/design/flow/config.mk WORK_HOME=/design/flow/orfs finish
```
`./config.mk`:
```
export PLATFORM = sky130hd
export DESIGN_NAME = rgb_converter_axi
export DESIGN_NICKNAME = rgb_converter_axi
export VERILOG_FILES = /design/flow/design.v
export SDC_FILE = /design/flow/constraint.sdc
export NUM_CORES = 4
export LEC_CHECK = 1
export CORE_UTILIZATION = 50
```
`./constraint.sdc`:
```
current_design rgb_converter_axi

set clk_period 8.4
set clk_io_pct 0.2

create_clock -name clk0 -period $clk_period [get_ports {clk}]

set non_clock_inputs [all_inputs -no_clocks]
set_input_delay [expr $clk_period * $clk_io_pct] -clock clk0 $non_clock_inputs
set_output_delay [expr $clk_period * $clk_io_pct] -clock clk0 [all_outputs]
```
`./design.v`:
```
module rgb_converter_axi #(
    parameter  IMG_WIDTH  =416,
    parameter  AXI_WIDTH  = 24,
    parameter  RGB_WIDTH  = 24,
    parameter  GRAY_WIDTH = 8
)(
    input wire clk,                 
    input wire rst_n,               
    input  wire  [AXI_WIDTH-1:0] s_axi_video_tdata,
    input  wire  s_axi_video_tvalid,
    output reg  s_axi_video_ready,
    output wire                           cnv_avr_fifo_wr_en  ,    
    output reg [GRAY_WIDTH-1:0]           cnv_avr_fifo_wr_data,    
    input  wire                           cnv_avr_fifo_full    ,    
    input  wire                           cnv_avr_fifo_empty   ,    
    input  wire                           cnv_avr_wr_ack        ,    
    input  wire                           cnv_avr_rd_ack         ,    
    input  wire [$clog2(IMG_WIDTH):0]     cnv_avr_fifo_data_count      
);
    localparam RED_VALUE = 8'b000_01011;
    localparam GREEN_VALUE = 8'b00_100101;
    localparam BLUE_VALUE = 8'b0_0001111;
    reg [AXI_WIDTH-1:0] rgb_buffer;
    reg buffer_has_data,read_ready;
    wire ready;
    assign ready = (cnv_avr_fifo_data_count <= IMG_WIDTH- 2) ? 1 : 0;
    assign cnv_avr_fifo_wr_en = ((ready)&&(buffer_has_data||(s_axi_video_tvalid&&read_ready))) ? 1 : 0;
    always @(posedge clk or negedge rst_n) begin
        if(!rst_n) begin
            s_axi_video_ready<=0;
            read_ready<=0;
        end
        else begin
           s_axi_video_ready<=ready;
           read_ready<=ready;
        end
    end
    always @(posedge clk or negedge rst_n) begin
        if(!rst_n) begin
            rgb_buffer<=0;
            buffer_has_data<=0;
            cnv_avr_fifo_wr_data<=0;
        end
        else begin
            if((s_axi_video_tvalid&&read_ready)) begin
                rgb_buffer<=s_axi_video_tdata;
                if(ready) begin
                    if(buffer_has_data) begin
                        cnv_avr_fifo_wr_data<=graycnvrtr(rgb_buffer[RGB_WIDTH-1:0]);
                        buffer_has_data<=0;
                    end
                    else begin
                        cnv_avr_fifo_wr_data<=graycnvrtr(s_axi_video_tdata[RGB_WIDTH-1:0]);
                        buffer_has_data<=0;                        
                    end
                end
                else begin
                   buffer_has_data<=1; 
                end
            end
        end
    end
function [7:0] div_3;
    input reg [7:0] a;
    input reg [7:0] b;
    reg[15:0] ab;
    begin
        ab = a*b;
        div_3= ab[12:5]; 
    end
endfunction
function [7:0] div_58;
    input reg [7:0] a;
    input reg [7:0] b;
    reg[15:0] ab;
    begin
        ab = a*b;
        div_58= ab[13:6]; 
    end
endfunction
function [7:0] div_11;
    input reg [7:0] a;
    input reg [7:0] b;
    reg[15:0] ab;
    begin
        ab = a*b;
        div_11= ab[14:7]; 
    end
endfunction
function [7:0] graycnvrtr;
    input [23:0] rgb;
    reg [8:0] tmp;
    begin 
    tmp = div_3(rgb[7:0],RED_VALUE) + div_58(rgb[15:8],GREEN_VALUE) + div_11(rgb[23:16],BLUE_VALUE);
    if(tmp[8]==1)begin
        graycnvrtr = 255;
    end 
    else begin
        graycnvrtr = tmp;
    end
    end
endfunction
endmodule
```
==> results.env <==
RUN_STATUS='completed'
CTSROOTBUFFERMASTER='clkbuf_16'
DRV.MAX_CAP_VIOLATION_COUNT=0
NON_FILLER_CELLS_IN_THE_FINISHED_LAYOUT=815
GRT_BUSIEST_LAYER='met1'
GRTUSAGETOTAL_PCT=20.9
YS_CHIP_AREA_SQ_UM=5770
DIE_WIDTH_MICRONS=109
POSTSYNTH.ASYNCRESETSHARE_PCT=100
CRITPATHKIND='in -> reg'
CLOCK_TREE_BUF_DEPTH=2
FF_TYPE='dfrtp_1'
GRT_START_MAX_NET_PINS=35
VIA_COUNT=4307
OVERALL_CHIP_AREA_SQ_UM=12000
AVGSYNTHCELLAREA_SQ_UM=9.25
DETAIL_ROUTE.ITER0.VIOLATIONS=209
STD_CELL_CORE_AREA_SQ_UM=11000
CRIT_PATH_MAX_FANOUT=6
GP_CONGESTION=0.859
POST-PLACE-CELLS=807
ROUTEDWLPERCELL_MICRONS=13.0
YS.WARNINGS.COUNT=1
POSTSYNTHREGISTERBITS=34
DETAILEDPLACE.WORSTSLACK_NS=1.37
FINAL_HOLD_FAILS=0
AREA_LEADERS='ha_1 (27%), fa_1 (17%), dfrtp_1 (15%)'
LAYOUT-AREA-OVERHEAD-VS-SYNTH_PCT=13.2
CP_DATA_REQUIRED_TIME_NS=8.53
YS_CELLS=624
NUMBER_OF_H_TREE_LEVELS=2
FP-ROW-COUNT=38
GROUTE.LAYER.MET3.USAGE_PCT=2.90
GRT_REMAINING_OVERFLOW=0
DRT_FIRST_PASS_ITERS=4
SYNTH_CELL_TYPES=50
ENABLE_FLOP_CELLS=0
TIGHTESTPINTRANSITION_NS=0.605
CP-START-KIND='input pin'
TOP_CELL_AREA_SHARE_PCT=27.3
NUMCTSBUFFERS=5
SETUP_WS_NS=1.68
TIMING.FINAL.MAX_SLEW_VIOLATIONS=0
NUM-FILL-CELLS=960
GRT_FIRST_PASS_WIRELENGTH_MICRONS=19000
SYN_AREA_SQ_UM=5770
FINAL.PERIOD_UTILIZATION_PCT=80.0
SEQ_AREA_FRAC_SYNTH_PCT=14.7
DRT_DRC_VIOLATIONS_LEFT=0
CLOCK-SINKS=34
OPENROAD_WARNING_COUNT=39
POSTCTSHOLDBUFS=0
POST-ROUTE-MIN-PERIOD_NS=6.72
DIE_HEIGHT_MICRONS=109
PATH_CLK_SLEW_NS=0.05
SETUP-TNS-FINAL_NS=0
UNREPAIRED_SETUP_ENDPOINTS_AFTER_GLOBAL_ROUTING='no'
VIA_PER_INST=5.28
MET1_USAGE_PCT=34.0
WORST_SLEW_MARGIN_REL_PCT=59.7
TIMING.FMAX_MHz=149
SKEW_NS=0.00330
FLOORPLAN.CORE_UTIL_PCT=52.3
WORSTSETUPENDPOINTTYPE='flop'
PORTBUFFERS=46
RESIZED_AFTER_CTS=0
TOP_AREA_CELL='ha_1'
SETUP_VIOL=0
MULTIINPUTGATEAREA_SQ_UM=4410
SYNTHESIS.INSTANCES=624
FF_LATCH_AREA_SQ_UM=851
GRT_ANTENNA_BEFORE_REPAIR=0
ANTENNA_LEFT=0
DRIVE_ABOVE_1_SHARE_PCT=4.74
MET2_USAGE_PCT=32.5
CTS_POST_SETUP_BUFFERS_INSERTED=0
IO-PIN-COUNT=51
CTS_TREE='done'
GRT_PASS1_VIAS=4268
WORST_SKEW_PAIR.LATE_LATENCY_NS=0.27
DIODES=0
HPWL_MICRONS=9440
CRITICAL_PATH_ARRIVAL_NS=6.85
TOTALWIRELENGTH_MICRONS=10600
WORST_HOLD_PATH_TYPE='reg -> reg'
final timing paths:
path	slack, ns	cells past startpoint	to	startpoint
setup / recovery	1.68	18	cnv_avr_fifo_wr_data[7]	s_axi_video_tdata[21]
hold / removal	0.48	2	rgb_buffer[20]	rgb_buffer[20]
setup reg to reg	3.31	17	cnv_avr_fifo_wr_data[2]	rgb_buffer[21]
hold reg to reg	0.48	2	rgb_buffer[20]	rgb_buffer[20]
max in group asynchronous	6.28	2	s_axi_video_ready	rst_n
min in group asynchronous	1.81	2	rgb_buffer[18]	rst_n
per-stage QoR:
stage | cell area (sq um) | util [%] | hold slack, ns
6_report | 6530 | 59.2 | 0.478
5_1_grt | 6530 | 59.2 | 0.514
4_1_cts | 6530 | 59.2 | 0.485
3_5_place_dp | 6380 | 57.9 | 0.473
3_3_place_gp | 6380 | 57.9 | 0.465
2_1_floorplan | 5770 | - | 0.424
cell families after synthesis:
group,after synthesis,share of synthesized area [%]
adder cells (fa/ha/maj),176,44.7
buffers and inverters,130,8.78
AND-OR/OR-AND,123,14.4
AND/OR/NAND/NOR,116,9.95
flip-flops,34,14.7
XOR/XNOR,30,4.55
multiplexers,15,2.91
cells in the mapped netlist (all sizes together), types with 2 or more instances:
| library cell | number |
|---|---|
| dfrtp | 34 |
| a31oi | 6 |
| o21ai | 22 |
| clkbuf | 3 |
| inv | 125 |
| a21o | 14 |
| o311ai | 5 |
| a211oi | 2 |
| nor2b | 13 |
| buf | 2 |
| mux2 | 14 |
| o31ai | 12 |
| fa | 50 |
| a21boi | 2 |
| ha | 126 |
| a311o | 4 |
| xor2 | 8 |
| nor2 | 19 |
| nand2b | 9 |
| a21oi | 30 |
| o21bai | 2 |
| nor3 | 9 |
| nand4 | 4 |
| or3 | 2 |
| o21a | 4 |
| a41oi | 5 |
| a221oi | 3 |
| nand3 | 12 |
| nor4 | 2 |
| or2 | 6 |
| or4 | 3 |
| xnor2 | 22 |
| nand2 | 34 |
| o221ai | 2 |
cell type report:
| type | count | area share (%) |
|---|---|---|
| tap | 140 | 2.68 |
| clock inverter | 1 | 0.0766 |
| multi-input combinational | 460 | 67.6 |
| sequential | 34 | 13.0 |
| inverter | 125 | 7.19 |
| timing repair buffer | 48 | 7.28 |
| clock buffer | 7 | 2.18 |
critical path: stages:
cell and delay [ns]:
clkdlybuf4s50_1 0.39, inv_1 0.28, fa_1 0.50, fa_1 0.52
inv_1 0.04, ha_1 0.22, or4_1 0.50, a21oi_1 0.24
nor3_1 0.09, a211oi_1 0.37, fa_1 0.49, inv_1 0.07
ha_1 0.28, a21oi_1 0.36, a21oi_1 0.13, or3_1 0.32
a21oi_1 0.27, o31ai_1 0.12
registers in the layout, summed over array words and instances (netlist names):
signal / count
buffer_has_data: 1
s_axi_video_ready: 1
cnv_avr_fifo_wr_data: 8
rgb_buffer: 24
layer usage:
| metal | vias to the layer above | part of all wire (%) |
|---|---|---|
| met5 | - | 0 |
| met4 | 0 | 0.72 |
| met2 | 66 | 43 |
| met1 | 2006 | 52 |
| li1 | 2229 | - |
| met3 | 6 | 3.8 |
cells in the final DEF, fill, tap and decap left out, types with 3 or more instances in the layout:
master | Yosys | layout
nand3_1 | 12 | 12
inv_1 | 125 | 125
nor2b_1 | 13 | 13
o31ai_1 | 11 | 11
o21ai_0 | 22 | 22
clkbuf_16 | 0 | 5
a21oi_1 | 30 | 30
ha_1 | 126 | 126
mux2_2 | 14 | 14
fa_1 | 50 | 50
dfrtp_1 | 34 | 34
nor2_1 | 19 | 19
xor2_1 | 8 | 8
or2_2 | 6 | 6
clkdlybuf4s50_1 | 0 | 46
a21o_1 | 14 | 14
o311ai_0 | 5 | 5
nand2b_1 | 9 | 9
a31oi_1 | 6 | 6
nand4_1 | 4 | 4
o21a_1 | 4 | 4
a41oi_1 | 5 | 5
a311o_1 | 4 | 4
or4_1 | 3 | 3
nor3_1 | 9 | 9
xnor2_1 | 22 | 22
nand2_1 | 34 | 34
a221oi_1 | 3 | 3
